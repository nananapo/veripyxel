<file path="run.sh">
#!/bin/bash
# OpenROAD 26Q1-2900-gdf79404cd8, Yosys 0.63+post, stock flow scripts
make -C /OpenROAD-flow-scripts/flow DESIGN_CONFIG=/design/flow/config.mk WORK_HOME=/design/flow/orfs finish
</file>
<file path="config.mk">
export PLATFORM = sky130hd
export DESIGN_NAME = uart_tx
export DESIGN_NICKNAME = uart_tx
export VERILOG_FILES = /design/flow/design.v
export SDC_FILE = /design/flow/constraint.sdc
export NUM_CORES = 4
export LEC_CHECK = 1
export CORE_UTILIZATION = 40
</file>
<file path="design.v">
module uart_tx
#(
    parameter DELAY_FRAMES = 234  
)
(
    input wire sys_clk,      
    input wire start,        
    input wire [7:0] data,   
    output wire uart_tx,     
    output wire ready        
);
localparam  HALF_DELAY_WAIT = (DELAY_FRAMES / 2);
reg [3:0] txState = 0;
reg [31:0] txCounter = 0;
reg [2:0] txBitNumber = 0;
reg [7:0] dataCopy;
reg txPin = 1;
assign uart_tx = txPin;
reg readyPin = 1;
assign ready = readyPin;
localparam TX_STATE_IDLE = 0;
localparam TX_STATE_START_BIT = 1;
localparam TX_STATE_WRITE = 2;
localparam TX_STATE_STOP_BIT = 3;
localparam TX_STATE_DEBOUNCE = 4;
always @(posedge sys_clk) begin
    case (txState)
        TX_STATE_IDLE: begin
            if (start == 1) begin
                readyPin <= 0;
                txState <= TX_STATE_START_BIT;
                txCounter <= 0;
                dataCopy <= data;
            end
        end
        TX_STATE_START_BIT: begin
            txPin <= 0;
            if ((txCounter + 1) == DELAY_FRAMES) begin
                txState <= TX_STATE_WRITE;
                txBitNumber <= 0;
                txCounter <= 0;
            end else 
                txCounter <= txCounter + 1;
        end
        TX_STATE_WRITE: begin
            txPin <= dataCopy[txBitNumber];
            if ((txCounter + 1) == DELAY_FRAMES) begin
                if (txBitNumber == 3'b111) begin
                    txState <= TX_STATE_STOP_BIT;
                end else begin
                    txState <= TX_STATE_WRITE;
                    txBitNumber <= txBitNumber + 1;
                end
                txCounter <= 0;
            end else 
                txCounter <= txCounter + 1;
        end
        TX_STATE_STOP_BIT: begin
            txPin <= 1;
            if ((txCounter + 1) == DELAY_FRAMES) begin
                txState <= TX_STATE_DEBOUNCE;
                txCounter <= 0;
            end else 
                txCounter <= txCounter + 1;
        end
        TX_STATE_DEBOUNCE: begin
            txState <= TX_STATE_IDLE;
            readyPin <= 1;
        end
    endcase
end
endmodule
</file>
<file path="constraint.sdc">
current_design uart_tx

set clk_period 8.5
set clk_io_pct 0.2

create_clock -name clk0 -period $clk_period [get_ports {sys_clk}]

set non_clock_inputs [all_inputs -no_clocks]
set_input_delay [expr $clk_period * $clk_io_pct] -clock clk0 $non_clock_inputs
set_output_delay [expr $clk_period * $clk_io_pct] -clock clk0 [all_outputs]
</file>
==> qor.txt <==
antenna viol nets, final: 0
CTS clk-pin slew, worst paths: 0.09 ns
Design Power: 0.000456 W
Slew @ Worst Pin: 0.869 ns
dpl cell area: 3170 um^2
die y size: 88.2 um
root cell of the clock tree: clkbuf_8
Reg2Reg Depth: 8
Mapped Area: 2980 um^2
top cells by area: edfxtp_1 (48%), nor2_1 (5.0%), xnor2_1 (4.7%)
Post-CTS Hold Buffers: 0
Leakage: 1.05 nW
# fillers: 694
via count: 2146
Max VDD drop: 0.0886 mV
CP endpoint kind: flip-flop
pwr dens: 139 nW/um^2
Final Hold Fails: 0
worst setup slack after layout: 4.79 ns
DR DRC count: 0
starting DRC count in detailed routing: 114
mean post-synth cell area: 10.4 um^2
Starting Density: 41.2%
Tcrit/Tclk final: 43.7%
Placement Setup Slack: 4.41 ns
asr flop ratio synth: 0%
Setup Skew: 0.00750 ns
I/O pin count: 12
critical path's slowest cell: or2_2
number of synthesized flops with an enable pin: 48
post-route minimum period: 3.71 ns
initial antenna violation count: 0
Longest Clk Path Bufs: 2
Util after Layout: 45.5%
critical path's top delay family: simple AND/OR/NAND/NOR gates
H-tree Lvls: 2
Rows: 31
flop-to-flop setup slack: 5.26 ns
Critical Path Stages: 3
worst hold endpoint: txCounter[0]$_SDFFCE_PP0P_
Comb area: 1460 um^2
worst r2r dst: txBitNumber[0]$_SDFFCE_PP0P_
crit path launch type: primary input
core outline area: 7210 um^2
most frequent cell after synthesis: edfxtp_1
design area: 3280 um^2
drt total wl: 5530 um
synth cell count leaders: edfxtp_1 (48), nor2_1 (40), nand3_1 (21), nand2_1 (18), xnor2_1 (16)
ys cells: 285
Tot GR Track Use: 16.2%
vias in the first global route: 2035
Post-Syn Instances: 285
Dominant flop cell: edfxtp_1
drt first pass iters: 4
GRT overflow: 0
Max-cap violations: 0
FF-to-FF Start: txCounter[0]$_SDFFCE_PP0P_
via/cell ratio: 5.46
worst path bufs/invs: 1
Unique cell types: 53
Dominant cell area share: 48.4%
yosys warns: 1
largest area contributor in the netlist: edfxtp_1
first-pass GRT wire length: 9430 um
CP Cell Sequence: clkdlybuf4s50_1, nor4b_2, or2_2
Post CTS Setup Buffer Count: 0
clock latency (worst-skew pair): 0.30 ns
number of synthesized register bits: 48
GP Congestion: 0.879
Final setup viols: 0
Register Area: 1440 um^2
unrepaired setup endpoints after global routing: false
hold_sp: txCounter[0]$_SDFFCE_PP0P_
fmax: 0.269 GHz
Die X: 88.2 um
largest net degree at the start of global routing: 33
Fin Setup TNS: 0 ns
Crit path required time: 8.44 ns
Max FO, Critical Path: 32
CTS tree: yes
I/O Buffers: 11
YS chip area: 2980 um^2
CTS buffer count: 5
antenna cells: 0
Tool Warnings: 26
max-slew violation count: 0
routed length per instance: 14.1 um
hold crit path type: flip-flop to flip-flop
post-DP HPWL: 3860 um
Synth Seq Share: 48.4%
Critical Path AT: 3.65 ns
P&R area growth vs syn: 10.3%
max_slew headroom: 41.9%
Worst path max stage delay: 0.76 ns
die area: 7790 um^2
hold depth: 1
outcome: completed
post-CTS sizing: 0
WS Path Type: primary input to flip-flop
fraction of layout cells with a size suffix above 1: 10.2%
clk sinks: 48
[worst max-delay path by stage]
stage | startpoint | slack [ns] | to
CTS | start | 4.73 | txCounter[17]$_SDFFCE_PP0P_
global route | start | 4.58 | txCounter[29]$_SDFFCE_PP0P_
finish | start | 4.79 | txCounter[29]$_SDFFCE_PP0P_
[through the flow]
step / cells / hold slack (ns)
final: 393 / 0.656
after detailed placement: 385 / 0.648
after CTS: 393 / 0.657
after floorplan: 285 / 0.602
after global routing: 393 / 0.708
after global placement: 385 / 0.642
[worst reg2reg max path: stages, from the launching register on]
cell and delay [ns]:
edfxtp_1 0.42, ha_1 0.31, nand4_4 0.23, nor4_1 0.51
nand3_1 0.15, xor2_1 0.24, o31ai_1 0.17, a2111oi_4 0.60
and3_1 0.33
[power breakdown]
group          switching [W]  internal [W]
clock network      0.0000811     0.0000887
registers         0.00000569      0.000263
logic             0.00000827    0.00000930
[area by class of cell]
| class | instances | area share (%) |
|---|---|---|
| flip-flops and latches | 48 | 43.9 |
| inverters | 8 | 0.915 |
| clock buffers | 5 | 2.10 |
| repair buffers | 11 | 3.36 |
| clock inverters | 3 | 1.41 |
| well taps | 99 | 3.78 |
| multi-input cells | 219 | 44.5 |
[flip-flops by register name, summed over array words and instances, names as in the netlist]
name / cells
txBitNumber: 3
txState: 3
txPin: 1
readyPin: 1
dataCopy: 8
txCounter: 32
[routing by layer]
layer / global-route usage [%] / part of all wire [%]
met1: 26.7 / 50
met2: 24.8 / 45
met3: 2.93 / 3.8
met4: 1.47 / 0.87
met5: 0 / 0
[cell usage in the layout, fill, tap and decap left out, types with 5 or more instances in the layout]
cell | synthesis | final
clkbuf_8 | 0 | 5
nand4_1 | 6 | 6
a21oi_1 | 15 | 15
nor3_1 | 8 | 8
nor2_1 | 40 | 40
and2_1 | 6 | 6
edfxtp_1 | 48 | 48
nand2_1 | 18 | 18
xor2_1 | 10 | 10
inv_1 | 7 | 7
nor4_1 | 5 | 5
clkdlybuf4s50_1 | 0 | 11
and3_1 | 8 | 8
nand3_1 | 21 | 21
xnor2_1 | 16 | 16
[logic make-up after synthesis]
family,after synthesis,synth area share [%]
compound gates,37,8.71
simple gates,147,28.3
fa+ha+maj,4,1.68
buf+inv,18,2.69
mux,5,2.57
xor+xnor,26,7.65
flops,48,48.4
No activity file was given, so power comes from the tool's default toggle rates.
